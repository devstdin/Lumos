==> /design/flow/design.v <==
module spi
	#(
		parameter num_addrbits = 3,
		parameter num_databits = 8 )
	(
		input wire reset,
		input  wire cs,
		input  wire sclk,
		input  wire din,
		output wire dout,
		output wire dout_en,
		output wire [7:0] ctrl0,
		output wire [7:0] ctrl1,
		output wire [7:0] ctrl2,
		input wire [7:0] stat0
	);
	function integer intMax
	(
		input integer LEFT,
		input integer RIGHT
	);
		if (LEFT > RIGHT) intMax = LEFT; 
		else intMax = RIGHT;
	endfunction
	function integer numCntBits  
	(
		input integer val
	);
		for (numCntBits=0; val>0; numCntBits=numCntBits+1) val = val>>1;
	endfunction
	localparam num_opbits = 1;
	localparam num_words = 2;
	localparam OP_READ = 0;
	localparam OP_WRITE = 1;
	localparam rx_tmp_left = intMax(intMax(num_databits,num_opbits),num_addrbits);
	reg [7:0] i_ctrl0;
	reg [7:0] i_ctrl1;
	reg [7:0] i_ctrl2;
	reg [rx_tmp_left:0] rx_tmp;
	reg [num_opbits-1:0] rx_op;
	reg [num_addrbits-1:0] rx_addr;
	reg [num_databits-1:0] tx_bits_d0;
	reg [num_databits-1:0] tx_bits_d1;
	reg [numCntBits(num_databits+num_opbits+num_addrbits+1)-1:0] re_cnt;
	reg i_dout_en;
	always @(posedge sclk or negedge cs) begin
		if (cs == 0) begin
			re_cnt <= 'b0;
		end
		else begin
			if (re_cnt != num_databits+num_opbits+num_addrbits+1) begin
				re_cnt <= re_cnt + 1;
			end
		end 
	end
	assign addr_ok = (re_cnt == num_addrbits-1);
	assign op0_ok = (re_cnt == num_addrbits+num_opbits-1);
	assign data_out_ok = (re_cnt == num_addrbits+num_opbits);
	assign data_in_ok = (re_cnt == num_addrbits+num_opbits+num_databits-1);
	always @(negedge sclk, negedge cs) begin
		if (cs == 0) begin
			i_dout_en <= 'b0;
		end
		else begin
			if (data_out_ok)
				i_dout_en <= 1;
		end 
	end
	always @(posedge sclk or posedge reset) begin
		if (reset) begin
			i_ctrl0 <= 'b0;
			i_ctrl1 <= 'b0;
			i_ctrl2 <= 'b0;
		end
		else begin
			rx_tmp <= { din, rx_tmp[rx_tmp_left:1] };
			if (addr_ok)
				rx_addr <= { din, rx_tmp[rx_tmp_left:(rx_tmp_left-num_addrbits+2)] };
			if (op0_ok)
				rx_op <= din;
			case(rx_addr)
				0:  
					;
				1:  
					if (rx_op == OP_WRITE && data_in_ok) 
						i_ctrl0 <= { din, rx_tmp[rx_tmp_left:(rx_tmp_left-num_databits+2)] };
				2:  
					if (rx_op == OP_WRITE && data_in_ok) 
						i_ctrl1 <= { din, rx_tmp[rx_tmp_left:(rx_tmp_left-num_databits+2)] };
				3:  
					if (rx_op == OP_WRITE && data_in_ok) 
						i_ctrl2 <= { din, rx_tmp[rx_tmp_left:(rx_tmp_left-num_databits+2)] };
				default:
					;
			endcase
		end 
	end
	always @(negedge sclk) begin : tx_proc
		reg [num_databits-1:0] v_tx_bits_d1;
		v_tx_bits_d1 = { 1'b0, tx_bits_d1[(num_databits-1):1] };  
		case(rx_addr)
			0:  
				if (op0_ok || data_out_ok) begin
					tx_bits_d0 <= stat0;
					v_tx_bits_d1 = tx_bits_d0;
				end
			1:  
				if (op0_ok || data_out_ok) begin
					tx_bits_d0 <= i_ctrl0;
					v_tx_bits_d1 = tx_bits_d0;
				end
			2:  
				if (op0_ok || data_out_ok) begin
					tx_bits_d0 <= i_ctrl1;
					v_tx_bits_d1 = tx_bits_d0;
				end
			3:  
				if (op0_ok || data_out_ok) begin
					tx_bits_d0 <= i_ctrl2;
					v_tx_bits_d1 = tx_bits_d0;
				end
			default:
				if (op0_ok || data_out_ok) begin
					tx_bits_d0 <= 0;
					v_tx_bits_d1 = tx_bits_d0;
				end
		endcase
		tx_bits_d1 <= v_tx_bits_d1;
	end : tx_proc
	assign dout = tx_bits_d1[0];
	assign dout_en = (i_dout_en == 1 && cs == 1) ? 1 : 0;
	assign ctrl0 = i_ctrl0;
	assign ctrl1 = i_ctrl1;
	assign ctrl2 = i_ctrl2;
endmodule
==> /design/flow/run.sh <==
#!/bin/bash
# OpenROAD 26Q1-2900-gdf79404cd8, Yosys 0.63+post, stock flow scripts
make -C /OpenROAD-flow-scripts/flow DESIGN_CONFIG=/design/flow/config.mk WORK_HOME=/design/flow/orfs finish
==> /design/flow/config.mk <==
export PLATFORM = sky130hd
export DESIGN_NAME = spi
export DESIGN_NICKNAME = spi
export VERILOG_FILES = /design/flow/design.v
export SDC_FILE = /design/flow/constraint.sdc
export NUM_CORES = 4
export LEC_CHECK = 1
export CORE_UTILIZATION = 30
==> /design/flow/constraint.sdc <==
current_design spi

set clk_period 2.4
set clk_io_pct 0.2

create_clock -name clk0 -period $clk_period [get_ports {sclk}]

set non_clock_inputs [all_inputs -no_clocks]
set_input_delay [expr $clk_period * $clk_io_pct] -clock clk0 $non_clock_inputs
set_output_delay [expr $clk_period * $clk_io_pct] -clock clk0 [all_outputs]
==> changes_impl.md <==
### Physical design

- Layout cells sized above 1: 0.4516
- Slew margin rel.: 0.6180
- Fillers: 644
- Slowest stage delay, CP: 0.49 ns
- Ys flops: roughly 56
- Clock latency (worst-skew pair): 0.37 ns
- Ys cells: roughly 140
- Port Buffers: 37
- Worst Path Class, Setup: reg -> reg
- Vias/cell: ~4.2
- Global Route Usage Sum: 0.1231
- CTS tree: done
- CP startpoint kind: register
- Max-cap violations: 0
- RSZ-0062 raised after global routing: yes
- Reg2Reg Setup Slack: -0.24 ns
- Site Rows: 31
- Synthesis Warnings: 5
- Routed length per placed instance: 13.46 um
- Hold WS: about 0.33 ns
- CP top delay family: multiplexers
- Worst path cell trace: buf_12 > mux4_2 > nor2b_1
- Fin. Hold Viols: 0
- Reg2reg start: rx_addr[1]
- Critical path capture point: tx_bits_d0[3]
- Global-route wire length before repair: 7707 um
- Initial antenna violation count: 0
- Vias: 1473
- Final wirelength: around 4700 um
- I/O Pins: 38
- Mapped Cells: 143
- R2r worst-path depth: 3
- DIE AREA: roughly 8200 sq um
- Die height: about 91 um
- Buffer depth of the longest clock path: 2
- Synthesized cell area: ~2400 sq um
- GRT overflow: 0
- Final instance area: 3456 sq um
- H-tree Lvls: 2
- Max Slew Vio Count: 0
- Critical Path Source: rx_addr[1]
- CTS Hold Bufs: 0
- Lkg Pwr: around 1.6 nW
- Post-synth ARST share: 0.5179
- Area delta synth->final: 46.76%
- DP HPWL: 3439 um
- Cell Area, Placed: about 3300 sq um
- Worst-margin pin slew: 0.5724 ns
- Max rail drop VDD: 0.3191 mV
- Vias in the first global route: 1516
- Clock Skews: 0.06925 ns
- CORE AREA: 7408 sq um
- Starting Density: 0.3179
- Pin count of the biggest net entering global routing: 19
- Setup Viol. Count Final: 25
- Levels on crit path: 3
- CP Buf/Inv Count: 1
- Post-synth seq share: 0.6185
- Initial DRC count: 24
- Critical-path maximum fanout: 6
- Drc violations: 0
- Cell area leaders: dfrtp_1 (30%), edfxtp_1 (24%), mux2_2 (11%)
- Log Warnings: 47
- Pwr Density: 496.6 nW/um^2
- Clk root buf: clkbuf_8
- Register Area: ~1500 sq um
- Top FF cell, synth: dfrtp_1
- CTS Buf Count: 5
- Tot Pwr: between 1.5 and 2 mW
- Critical path capture point type: register
- Synth area leader: dfrtp_1
- Critical Path AT: 1.53 ns
- Worst-path clk slew: ~0.11 ns
- Antenna Nets Post-Route: 0
- Clk sinks: 56
- Failing checks: setup timing
- Post-synth EDFFs: 19
- CP max stage cell: mux4_2
- Worst EP required: 1.30 ns
- Status: finished, violations left
- YS chip area: 2355 sq um
- Final worst slack: -0.2358 ns
- Type of the tightest min-delay check: in -> async
- Die W: slightly above 90 um
- Max-area cell share: 0.2976
- Cell Type Count: 31
- R2r endpoint: tx_bits_d0[3]
- Antenna Diode Count: 0
- Logic area: 917.1 sq um
- Routability Congestion: 0.7907
- Mean Syn Cell Area: 16.47 sq um
- Router iterations before antenna repair: 2
==> placed cells by master, fill, tap and decap left out, drive strengths merged <==
master	netlist	routed
nor4bb	1	1
mux2	31	31
or4b	1	1
edfxtp	19	19
dfxtp	8	8
nand4b	2	2
a21oi	3	3
nor2	2	2
xnor2	1	1
nor2b	8	8
nand2b	1	1
clkbuf	1	5
o21ai	1	1
ha	4	4
dlygate4sd2	0	3
mux4	8	8
o21bai	1	1
inv	5	23
nor3	3	3
and2	2	2
dfrtn	1	1
nand3	2	2
buf	5	53
nor4b	1	1
dfrtp	28	28
clkdlybuf4s50	0	32
nand2	4	4
==> cells by family (layout without fill, tap and decap cells) <==
family,after synthesis,count (layout),synth area share
xor+xnor,1,1,0.003720
compound gates,5,5,0.01328
simple gates,27,27,0.07917
flops,56,56,0.6185
fa+ha+maj,4,4,0.02125
buf+inv,11,116,0.02657
mux,39,39,0.2375
==> layout make-up <==
type                    instances  share of cell area
inverters                       4            0.004345
flip-flops and latches         56              0.4218
well taps                      99             0.03584
clock buffers                   5             0.01991
repair buffers                 88              0.2270
multi-input cells              76              0.2654
clock inverters                19             0.02571
==> power breakdown <==
group | switching (mW) | leakage [nW] | internal (mW)
Sequential | 0.00916 | 0.630 | 0.998
Clock | 0.394 | 0.136 | 0.256
Combinational | 0.0213 | 0.821 | 0.0374
==> cells in the mapped netlist (2+ instances only) <==
cell,instances
a21oi_1,2
nand3_1,2
nor2_1,2
mux2_4,8
mux4_2,8
nor3_1,2
buf_6,2
mux2_2,23
buf_2,2
nand2_1,4
and2_1,2
edfxtp_1,19
inv_1,5
nor2b_1,8
dfxtp_1,8
dfrtp_1,28
ha_1,4
==> sequential cells by signal (all words and copies together), names as in the netlist <==
| signal | count |
|---|---|
| rx_op | 1 |
| tx_bits_d1 | 8 |
| i_ctrl2 | 8 |
| i_ctrl1 | 8 |
| i_ctrl0 | 8 |
| rx_addr | 3 |
| rx_tmp | 7 |
| i_dout_en | 1 |
| tx_bits_d0 | 8 |
| re_cnt | 4 |
==> worst min path at each step <==
| stage | start | endpoint | slack [ns] | depth (start not counted) |
|---|---|---|---|---|
| 5_1_grt | cs | re_cnt[0] | 0.33 | 1 |
| 6_report | cs | re_cnt[0] | 0.33 | 1 |
| 4_1_cts | cs | re_cnt[0] | 0.33 | 1 |
==> what timing repair did <==
item,CTS,global route
pin swaps,1,0
buffers inserted,2,1
setup endpoints to repair,26,26
gates resized,12,1
==> routing by layer <==
| layer | global-route usage | part of all wire | up-vias |
|---|---|---|---|
| met5 | 0 | 0 | - |
| met4 | 0.01478 | 0.011 | 0 |
| met3 | 0.02906 | 0.040 | 4 |
| met2 | 0.1843 | 0.46 | 28 |
| met1 | 0.1965 | 0.49 | 709 |
| li1 | - | - | 732 |
==> through the flow <==
step                      cells  TNS (ns)  worst slack [ns]    util
after floorplan             143    -6.078           -0.3567       -
after global placement      321    -7.618           -0.5849  0.4406
after detailed placement    321    -7.775           -0.5696  0.4406
after CTS                   346    -4.618           -0.2314  0.4644
after global routing        347    -5.842           -0.2831  0.4665
final                       347    -4.646           -0.2358  0.4665
Power and IR drop assume default switching activity.
